==> ./design.v <==
module PWM(in_10Mhz,reset,out);
	input in_10Mhz;
	input reset;
	output out;
	reg[0:0] out;
	reg[17:0] counter;
	always@(posedge in_10Mhz or negedge reset)
	begin
	if(!reset)
	begin
		counter <= 0;
	end
	else
		if(counter == 200000-1 )
		begin
			counter <= 0;
		end
		else
		begin
			counter <= counter+ 1; 
			if(counter < 20000)
				out <= 1;
			else
				out <= 0;
		end
end
endmodule
==> ./run.sh <==
#!/bin/bash
# OpenROAD 26Q1-2900-gdf79404cd8, Yosys 0.63+post, stock flow scripts
make -C /OpenROAD-flow-scripts/flow DESIGN_CONFIG=/design/flow/config.mk WORK_HOME=/design/flow/orfs finish
==> ./config.mk <==
export PLATFORM = sky130hd
export DESIGN_NAME = PWM
export DESIGN_NICKNAME = PWM
export VERILOG_FILES = /design/flow/design.v
export SDC_FILE = /design/flow/constraint.sdc
export NUM_CORES = 4
export LEC_CHECK = 1
export CORE_AREA = 10 10 79 79
export DIE_AREA = 0 0 89 89
==> ./constraint.sdc <==
current_design PWM

set clk_period 3.3
set clk_io_pct 0.2

create_clock -name clk0 -period $clk_period [get_ports {in_10Mhz}]

set non_clock_inputs [all_inputs -no_clocks]
set_input_delay [expr $clk_period * $clk_io_pct] -clock clk0 $non_clock_inputs
set_output_delay [expr $clk_period * $clk_io_pct] -clock clk0 [all_outputs]
==> reports/metrics.csv <==
metric,value,unit
dieHeight,89,um
maxSlewHeadroom,0.595,
antenna_cells_inserted,0,
openroad.warnings,25,
power.switching,0.0000785,W
drt_wl_total,1.64,mm
grt_max_degree,20,
critPathRequiredTime,3.30,ns
wire_per_inst,11.2,um
p_leak,0.446,nW
rr_worst_depth,5,
drc,0,
crit_buf_inv,0,
fin_crit_sh,0.642,
top_area_frac,0.474,
num_vias,666,
clock_latency,0.25,ns
clock_skew,0.00178,ns
place_congestion,0.830,
hold_viol,0,
max_freq,0.472,GHz
ys_types,28,
numSynthFlops,19,
start_kind,flop,
antenna_found_initial,0,
syn_area,950,um2
cts_tree,built,
cpLargestDelayFamily,simple AND/OR/NAND/NOR gates,
layout-area-overhead-vs-synth,14.0,%
power.share.clock,0.398,
critical_path_class,reg -> reg,
fp_util,0.204,
finalNonFillerCells,147,
worst_pin_slew,0.603,ns
critPathArrivalTime,2.11,ns
grt_usage,0.0458,
synthTopCellsByArea,"dfrtp_1 47%, xnor2_1 8.3%, xor2_1 4.6%",
p_comb_frac,0.018,
common_cells,"18 x dfrtp_1, 10 x nor2_1, 9 x xnor2_1",
syn_inst,87,
firstDrtPassIters,4,
fin_tns_setup,0,ns
cts_inserted_buffers,3,
peakVddDrop,0.000147,V
outcome,"finished, final reports clean",
cts_hold_buf,0,
die_area,0.00792,mm2
cp_max_fo,10,
power_frac_seq,0.585,
period_needed,2.12,ns
num_rows,25,
cts.sinks,19,
setup_viol,0,
io_buffers,2,
fillerInstances,483,
worstHoldPathCells,1,
ys_cells,87,
dominantRegCellSynth,dfrtp_1,
grt_pass1_vias,651,
p_int,0.000323,W
dp_hpwl,1.19,mm
postSynthAreaPerCell,10.9,um2
p_per_area,371,mW/mm2
sw_frac_of_total,0.195,
cpPeakStageDelay,0.54,ns
worstPathCellList,ha_1 -> nand4_1 -> or2_2 -> nor4_4 -> nor2b_1,
ios,3,
slew_violations,0,
core_area,0.00466,mm2
ys_chip_area,950,um2
htreeDepth,1,
clk_path_buf_depth,2,
cts-root-buf,clkbuf_8,
cap_violations,0,
ys_seq_share,0.506,
antenna_left,0,
crit_slowest_cell,nor4_4,
end_kind,flop,
grt_setup_unrepaired,no,
post_cts_buffers,0,
vias_per_cell,4.53,
hold_path.class,reg -> reg,
synthArstFlopShare,0.947,
die_w,89,um
numPlacedInstances,143,
grt-ovfl-total,0,
whs,0.497,ns
yosysMostFrequentCell,dfrtp_1,
grt_pass1_wl,2.95,mm
edf_count,1,
ys_warn_count,3,
drive_gt1_frac,0.129,
clk_pin_slew_worst_paths,0.07,ns
drt_iter0_markers,31,
final_core_util,0.232,
cts_resized,0,
synth_area_leader_cell,dfrtp_1,
cp.depth,5,
## layout by cell type, fill, tap and decap left out
cell type	count
o21ai_0	3
and3_1	3
xnor2_1	9
xor2_1	5
nand3_4	1
nand3_1	3
a2111oi_0	1
nor4_4	1
or3_1	1
buf_4	1
clkbuf_8	3
or2_2	2
nand3_2	1
nor4b_1	1
nor4_1	5
ha_1	1
nand4_2	1
a21oi_2	1
clkdlybuf4s50_1	2
o21bai_1	1
nor2_1	10
or4_4	1
dfrtp_1	18
clkbuf_1	1
nand2_1	4
nor2b_1	2
nor3_1	2
inv_1	3
nand4_1	4
edfxtp_1	1
nor4bb_1	1
## flip-flops by register name, summed over array words and instances (netlist names)
signal and cells:
out 1, counter 18
## area by class of cell
type                            instances  area [um2]  share of cell area
Sequential cell                        19         480               0.444
Multi-Input combinational cell         64         450               0.416
Tap cell                               54        67.6              0.0624
Clock buffer                            4        45.0              0.0416
Timing Repair Buffer                    3        27.5              0.0254
Inverter                                3        11.3              0.0104
## per-layer routing
layer	wire length, um	share of wire	track usage
met2	694	0.42	0.0678
met1	825	0.50	0.0660
met3	113	0.069	0.0165
met4	10	0.0061	0.00289
met5	0	0	0
## final timing paths
kind	start	end	slack (ns)
worst max-delay path	counter[0]	out	1.18
worst min-delay path	counter[0]	counter[0]	0.50
worst max register to register	counter[0]	out	1.18
worst min register to register	counter[0]	counter[0]	0.50
max in group asynchronous	reset	counter[6]	2.37
min in group asynchronous	reset	counter[9]	0.74
## cell families after synthesis
family | count (synthesis) | share of synthesized area
flip-flops | 19 | 0.506
buffers and inverters | 4 | 0.0198
XOR/XNOR | 14 | 0.129
adder cells (fa/ha/maj) | 1 | 0.0132
AND/OR/NAND/NOR | 43 | 0.290
AND-OR/OR-AND | 6 | 0.0422
## power groups by stage
stage	sequential [W]	combinational (W)	clock [W]
4_1_cts	0.000235	0.00000761	0.000166
6_report	0.000235	0.00000710	0.000160
5_1_grt	0.000235	0.00000839	0.000175
## through the flow
stage	total power [W]	setup WS, ns	instance area, um2
6_report	0.000402	1.18	1080
5_1_grt	0.000418	1.01	1080
3_3_place_gp	0.000247	1.28	1040
3_5_place_dp	0.000247	1.19	1040
4_1_cts	0.000408	1.16	1080
2_1_floorplan	0.000240	1.46	950
## worst register-to-register path, stage by stage, from the launching register on
cell     delay [ns]
dfrtp_1        0.39
ha_1           0.21
nand4_1        0.23
or2_2          0.39
nor4_4         0.54
nor2b_1        0.11
Power and IR drop assume default switching activity.
